## design/flow/config.mk

```make
export PLATFORM = sky130hd
export DESIGN_NAME = CPU
export DESIGN_NICKNAME = CPU
export VERILOG_FILES = /design/flow/design.v
export SDC_FILE = /design/flow/constraint.sdc
export NUM_CORES = 4
export LEC_CHECK = 1
export CORE_UTILIZATION = 50
```

## design/flow/constraint.sdc

```tcl
current_design CPU

set clk_period 49.9
set clk_io_pct 0.2

create_clock -name clk0 -period $clk_period [get_ports {clk}]

set non_clock_inputs [all_inputs -no_clocks]
set_input_delay [expr $clk_period * $clk_io_pct] -clock clk0 $non_clock_inputs
set_output_delay [expr $clk_period * $clk_io_pct] -clock clk0 [all_outputs]
```

## design/flow/run.sh

```bash
#!/bin/bash
# OpenROAD 26Q1-2900-gdf79404cd8, Yosys 0.63+post, stock flow scripts
make -C /OpenROAD-flow-scripts/flow DESIGN_CONFIG=/design/flow/config.mk WORK_HOME=/design/flow/orfs finish
```

## design/flow/design.v

```verilog
module CPU (
	input signed [15:0] Mem_Data ,
	input clk ,
	output reg [6:0] Mem_Address ,
	output reg rd , wr, 
	output reg signed[15:0] Data_Out ,
	output reg fZ,
	output reg fO,
	output reg fN,
	output reg fC  
	);
reg signed [15:0] AC;  
reg [6:0] PC;   
reg [15:0] IR;  
reg [6:0] MAR;  
reg signed [15:0] MBR;  
reg [4:0] state;  
parameter Load = 1, Store = 2, ADD = 3, Sub = 4, Mul = 5, Div = 6, Branch = 7, BRZ = 8;
initial begin  
PC = 0;
AC=0; 
state = 0; 
fZ = 0;
fO = 0;
fN = 0;
fC = 0;
end
reg [15:0] tempResult;
always @(posedge clk) 
    begin
	case(state)
		0: begin 
			MAR <= PC ;
			state = 1 ;
		   end	
		1: begin
		    Mem_Address<= MAR[6:0];
		    rd = 1 ;
		    wr = 0 ;
			PC <= PC + 1 ;  
			state = 2;	
		   end
		2: state = 3; 
        3: begin 
		    MBR<= Mem_Data ;
		    state = 4;
		   end
		4: begin 
		    IR = MBR;
		    state = 5;
		   end
		5: begin
			if(IR[15:12]!=Store && IR[15:12]!=Branch && IR[15:12]!=BRZ && IR[11]!=0 )
                begin
                 MAR <= IR[6:0] ;
                 state = 6;
                end
		    else 
		        state = 8;	
		   end
		6: begin
		    Mem_Address<= MAR;
		    rd = 1;
		    wr = 0;
		    state = 7;
		   end
		7: state = 8;
		8: begin
            if(IR[15:12] == Store)
                begin 
                 MBR<= AC;
                 MAR <= IR[6:0];
                end
		    else if(IR[15:12]!=Store && IR[15:12]!=Branch && IR[15:12]!=BRZ)
		        MBR<= Mem_Data ;
		    state = 9;
		   end
		9: begin
            state = 0;  
            if(IR[15:12] == Load)
                begin
                 AC <= MBR;
                end
            else if(IR[15:12] == Store)
                begin
                 Mem_Address<= MAR[6:0];
                 Data_Out <= AC;
                 rd= 0 ; 
                 wr = 1;
                end
            else if(IR[15:12] == ADD)
                begin
                if(IR[11]==1)
                    begin
                     if(MBR> 0 && AC>0)   
                        begin
                         {fC , AC} <= AC + MBR;  
                         if (AC <= 0)
                             fO = 1 ;
                        end
                    else if(MBR < 0 && AC < 0)
                        begin 
                        {fC , AC} <= AC + MBR;  
                        if (AC>=0)
                            fO = 1 ;
                        end
                    else 
                        {fC , AC} <= AC + MBR;  
                    if(AC == 0)  
                        fZ = 1;
                    else 
						fZ=0;
                    if(AC < 0)  
                        fN = 1;
                    end
                else
                    begin
                        if(IR[10:0]> 0 && AC>0)
                            begin   
                                {fC , AC} <= AC + IR[10:0];  
                                if (AC<=0)
                                    fO = 1 ;
                            end
                        else if(IR[10:0]< 0 && AC<0)
                            begin 
                                {fC , AC} <= AC + IR[10:0];  
                                if (AC>=0)
                                    fO = 1 ;
                            end
                        else 
                            {fC , AC} <= AC + IR[10:0];  
                        if(AC == 0)  
                        fZ = 1;
                        else 
						fZ=0;
                        if(AC < 0)  
                        fN = 1;  
                        else 
								fN=0;   
                    end
                end
            else if(IR[15:12] == Sub)
                begin
                    if(IR[11] == 1)
                        begin
                            if(MBR< 0 && AC>0)
                                begin   
                                    {fC , AC} <= AC - MBR; 
                                    if (AC <= 0)
                                        fO = 1;
                                end
                            else if(MBR> 0 && AC<0)
                                begin 
                                    {fC , AC} <= AC - MBR;  
                                    if (AC >= 0)
                                        fO = 1;
                                end
                            else 
                                {fC , AC} <= AC - MBR; 
                            if(AC == 0)  
                            fZ = 1;
                            else 
								fZ=0;
                            if(AC < 0) 
                            fN = 1;
                            else 
								fN=0;
                        end
                    else 
                        begin
                            if(IR[10:0] < 0 && AC > 0)
                                begin   
                                    {fC , AC} <= AC - IR[10:0]; 
                                    if (AC <= 0)
                                        fO = 1; 
                                end
                            else if(IR[10:0] > 0 && AC < 0)
                                begin 
                                    {fC , AC} <= AC - IR[10:0];  
                                    if (AC >= 0)
                                        fO = 1;
                                end
                            else 
                                {fC , AC} <= AC - IR[10:0];  
                            if(AC == 0)  
                                fZ = 1;
                            else 
								fZ=0;
                            if(AC < 0)  
                                fN = 1;
                            else 
								fN=0;
                        end
                end
            else if(IR[15:12] == Mul)
                begin
                    if(IR[11] == 1)
                        begin
                            {tempResult , AC} <= AC * MBR;	 
                            if({tempResult , AC} != AC)
                                fO = 1;
                            if(AC == 0)  
                                fZ = 1;
                            else 
								fZ=0;
                            if(AC < 0) 
                                fN = 1;
                            else 
								fN=0;    
                        end
                    else 
                        begin
                            {tempResult , AC} <= AC *  IR[10:0];	 
                            if({tempResult , AC} != AC)
                                fO = 1;
                            if(AC == 0)  
                                fZ = 1;
                            else 
								fZ=0;
                            if(AC < 0)  
                                fN = 1;
                            else 
								fN=0;
                        end
                end
            else if(IR[15:12] == Div)
                begin
                    if(IR[11] == 1)
                        begin
                            AC <= AC / MBR;
                            if(AC == 0)
                                fZ = 1;
                             else 
								fZ=0;
                             if(AC < 0)  
                                fN = 1;
                            else 
								fN=0;    
                        end
                    else 
                        begin
                            AC <= AC / IR[10:0];
                            if(AC == 0)  
                                fZ = 1;
                             else 
								fZ=0;
                            if(AC < 0)  
                                fN = 1;
                            else 
								fN=0;    
                        end
                end
            else if(IR[15:12] == Branch)
                begin
                    PC <= IR[6:0];
                end
            else if(IR[15:12] == BRZ)
                begin
                    if(fZ == 1)
                        PC <= IR[6:0];
                end     
           end
    endcase
	end
endmodule	
```

==> metrics.cfg <==
[cts]
cts.path.max_buffers=2
clock_latency_ns=0.40
htree_num_levels=3
cts_tree=done
cts_sinks=111
clkTransAtPathRegs_ns=0.09
cts_buffers=9
root_buffer=clkbuf_16
cts_setup_buffers=0
cts_resized=0
hold_buffers=0

[synthesis]
ys_warn_count=1
async_flop_share_pct=0
ys_cells=3886
syn_avg_cell_area_um2=8.305
synth_cell_types=107
synth-seq-cells=111
ys_chip_area_mm2=0.03227
syn_inst=3886
syn-cell-area_mm2=0.03227
yosys.area.top_type=fa_1
yosysSeqAreaShare_pct=10.33
top_cell_area_share_pct=24.25
netlist_top_cells_area=fa_1 24%, ha_1 14%, edfxtp_1 10%
flop_cell=edfxtp_1
edf_count=111

[sta]
setup_viol=0
finalCritPeriodShare_pct=76.49
fmax_mhz=26.20
rsz0062_at_grt=false
tns_ns=0
relSlewSlack_pct=39.71
slew_viol_final=0
worst_pin_slew_ns=0.8979
hold_violations=0
fin_crit_ns=38.17
finClkSkew_ns=0.01993
setup_ws_ns=11.73

[critical_path]
critPathLaunchType=flop
arrival_ns=38.29
reg2reg_slack_ns=11.73
slowest_stage=and2_1
worstReg2RegStart=IR[11]
r2r-end=AC[11]
max_stage_delay_ns=0.71
worstPathRequired_ns=50.02
worstPathMaxFanout=138
cpMostUsedCell=ha_1
cp-end-kind=flop
worstSetupPathType=reg -> reg
reg2reg_depth=145

[layout]
fillCellCount=6066
post-route-util_pct=53.59
layout.area.comb_mm2=0.02640
syn2layout_area_growth_pct=5.311
flop_area_mm2=0.003333
drive_above_1_share_pct=5.151
final_cells=4691

[hold_path]
whs_path_depth=0
min_to=Mem_Address[4]
hp-class=reg -> reg
min_from=MAR[4]

[global_routing]
met2_usage_pct=54.73
grt_use_total_pct=35.00
grt_use_met3_pct=11.56
grt_pass1_wl_um=165800
grt_max_degree=139
grt_overflow=0
top_usage_layer=met2
gr-usage-met1_pct=47.21
antenna_found_initial=5
grt_pass1_vias=27920

[job]
maxCapViolCount=0
warnings=56

[placement]
hpwlAfterDp_um=82830
gp_congestion=1.078
dpl_worst_slack_ns=12.48
dpl.cell_count=4674
portBuffers=45

[die]
fp.dieW_um=256.1
fp-row-count=92
fp.dieH_um=256.1
io_pins=46
fp_util_pct=50.88
core-area_mm2=0.06343
die_area_mm2=0.06557

[detailed_routing]
wl_um=107400
wl_per_cell_um=22.90
viasPerCell=5.957
num_vias=27944
drtIter0Drc=1998
dr.pass1.iters=7
antenna_left=0
drc=0

[run_status]
status=finished clean

==> metrics by stage <==
stage / hold slack (ns) / instance area [µm²]
after floorplan: 0.4003 / 32270
after global placement: 0.4161 / 33700
after detailed placement: 0.4177 / 33700
after CTS: 0.4361 / 33990
after global routing: 0.4455 / 33990
final: 0.4283 / 33990
==> flip-flops by register name, indices dropped and copies added, names as in the netlist <==
| register | count |
|---|---|
| fZ | 1 |
| fC | 1 |
| PC | 7 |
| AC | 16 |
| MBR | 16 |
| MAR | 7 |
| tempResult | 16 |
| IR | 16 |
| fN | 1 |
| fO | 1 |
| wr | 1 |
| rd | 1 |
| Data_Out | 16 |
| Mem_Address | 7 |
| state | 4 |
==> critical path: cells and delay by family (launching register included) <==
kind	cells	cell delay (ns)
AND-OR/OR-AND	63	15.38
AND/OR/NAND/NOR	53	13.41
adder cells (fa/ha/maj)	17	5.10
multiplexers	5	1.77
buffers and inverters	6	1.62
flip-flops	1	0.38
XOR/XNOR	1	0.20
==> cells by family (layout without fill, tap and decap cells) <==
kind of cell / Yosys count / after routing / share of synthesized area, %
mux: 71 / 71 / 2.380
compound gates: 756 / 756 / 15.75
xor+xnor: 212 / 212 / 5.753
flops: 111 / 111 / 10.33
fa+ha+maj: 751 / 751 / 38.21
other cells: 2 / 3 / 0.02327
buf+inv: 672 / 630 / 8.017
simple gates: 1311 / 1311 / 19.54
==> cells in the final DEF (no fill, tap or decap), types with 69 or more instances in the layout <==
cell / n
and2_1: 120
nor3_1: 97
nand3_1: 69
nor2_1: 305
nand2_1: 438
edfxtp_1: 111
a21oi_1: 188
buf_4: 83
o21ai_0: 122
inv_1: 482
xnor2_1: 144
fa_1: 391
ha_1: 360
==> area by class of cell <==
class | instances | area share, %
antenna | 1 | 0.007363
clock buffer | 9 | 0.6626
clock inverter | 7 | 0.1693
inverter | 485 | 5.356
multi-input combinational | 3103 | 77.67
sequential | 111 | 9.807
tap | 846 | 3.114
timing repair buffer | 129 | 3.217
==> layer usage <==
metal / share of wire [%] / routed length, µm
met1: 40 / 42750
met2: 46 / 49930
met3: 9.4 / 10110
met4: 4.2 / 4500
met5: 0.12 / 124
==> synth_stat cells, types with 23 or more instances <==
cell / number
nor2b_1: 32
nand2_1: 438
a31oi_1: 34
and3_1: 39
nor2_1: 306
nand3_1: 69
o21ai_0: 123
nand4_1: 23
o21a_1: 51
mux2i_1: 25
a21oi_1: 189
ha_1: 360
a211oi_1: 37
fa_1: 391
and2_1: 120
a21o_1: 53
mux2_2: 46
inv_1: 482
xnor2_1: 144
nand2b_1: 50
xor2_1: 68
edfxtp_1: 111
o31ai_1: 25
or3_1: 39
o211ai_1: 35
clkbuf_1: 144
nor3_1: 98
==> how the worst max path moves through the flow <==
stage,slack [ns],to,from
after CTS,12.37,AC[12],IR[11]
final,11.73,AC[11],IR[11]
after global routing,8.56,AC[12],IR[11]
