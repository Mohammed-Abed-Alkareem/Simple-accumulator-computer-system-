[config.mk]
export PLATFORM = sky130hd
export DESIGN_NAME = RAM
export DESIGN_NICKNAME = RAM
export VERILOG_FILES = /design/flow/design.v
export SDC_FILE = /design/flow/constraint.sdc
export NUM_CORES = 4
export LEC_CHECK = 1
export CORE_UTILIZATION = 40
[constraint.sdc]
current_design RAM

set clk_period 28.7
set clk_io_pct 0.2

create_clock -name clk0 -period $clk_period [get_ports {clk}]

set non_clock_inputs [all_inputs -no_clocks]
set_input_delay [expr $clk_period * $clk_io_pct] -clock clk0 $non_clock_inputs
set_output_delay [expr $clk_period * $clk_io_pct] -clock clk0 [all_outputs]
[design.v]
module RAM (
  input [6:0] address,
  input rd,
  input wr,
  input signed [15:0] data_in,
  input clk,
  output reg signed [15:0] data_out
);
reg [15:0] Memory [0:127];
initial begin 
	Memory[0]= 16'h1817;  
	Memory[1]= 16'h3818;  
	Memory[2]= 16'h3001;  
	Memory[3]= 16'h2819;  
	Memory[4]= 16'h1816;  
	Memory[5]= 16'h5815;  
	Memory[6]= 16'h3814;  
	Memory[7]= 16'h4005;  
	Memory[8]= 16'h6819;  
	Memory[9]= 16'h2819;  
	Memory[20]= 16'h0002 ;
	Memory[21]= 16'h0003 ;
	Memory[22]= 16'h0005 ;
	Memory[23]= 16'h0008 ;
	Memory[24]= 16'hFFFB ;  
	Memory[25] = 16'h0000;
end
always@(posedge clk) 
	begin
		if(wr)
			Memory[address] <= data_in;
		else if (rd)
			data_out <= Memory[address];
	end
endmodule
[run.sh]
#!/bin/bash
# OpenROAD 26Q1-2900-gdf79404cd8, Yosys 0.63+post, stock flow scripts
make -C /OpenROAD-flow-scripts/flow DESIGN_CONFIG=/design/flow/config.mk WORK_HOME=/design/flow/orfs finish
==> commit_impl_results.txt <==
Update PnR metrics after Yosys + OpenROAD run

- Hold Path Class: reg2reg
- Resized cells post-CTS: 0
- Per the CTS log, the buffer count on the longest clock path is 3.
- In the final layout, flip-flops and latches occupy a little over 60000 um^2.
- Number of hold buffers added after CTS: 0
- The area growth from synthesis to layout is 12.9%.
* Number of antenna violations at the first check in global routing: 9
* Placed wire-length estimate: around 150 mm
* Min cycle time layout: roughly 9700 ps
- Fraction of final layout cells with drive strength greater than 1: 0.156
* Post-synth tally of flip-flops with integrated enable: slightly above 2k
* P per Cell Area: between 60 and 70 nW/um^2
* Mapped cell area: around 80000 um^2
- Summing all non-filler instances in the final layout gives an area of a little over 90000 um^2.
* Worst voltage drop across the vdd grid: around 57 uV
- The final reports fail on max-capacitance violations, max-slew violations.
- The share of the core area taken by cells at floorplan is 0.403.
* # fillers: 16.8k
- Tracing the worst setup path back leads to its startpoint at address[2].
- Count of warning messages emitted by the tools: 26
- Clock tree synthesis selected as its root buffer the cell sky130_fd_sc_hd__clkbuf_16.
- Weighted congestion reported at the end of routability-driven placement: between 0.9 and 1
- The power report attributes to the sequential group a share of 0.533.
- The H-tree was split into 4 levels.
- The worst setup path is captured at a flop.
- The first global-routing pass estimated around 360 mm of wire.
- In this run, the synthesized area fraction spent on adder and majority cells is recorded as 0.
- In the routed design, unresolved DRC markers number 0.
* Remaining global-route overflow: 0
- The critical path is of the in2reg type.
* AND-OR/OR-AND Cells, Area Fraction: 0.133
- Antenna violation net count after detailed routing: 0
* Post-synth top area cell: sky130_fd_sc_hd__edfxtp_1
* Dominant non-sequential cell family after synthesis: AND-OR/OR-AND gates
* TritonCTS clock tree: yes
* Share of synthesized registers carrying an async set or reset: 0
- On the final layout, the worst clock skew is between 40 and 50 ps.
* Detail-routed net length per standard cell: roughly 32 um
- Internal power: between 4 and 5 mW
* Max transition margin: -0.00788
- The count of cells in the finished layout, fillers not included, comes to 7743.
* Number of violations reported at the end of detailed-routing iteration 0: between 3k and 4k
* Total number of vias: between 40k and 50k
* Die y size: around 450 um
- Setup repair after global routing missed its margin: no
* Sequential area share after synthesis: 0.770
- Via count of the first global-routing pass: roughly 49k
- Per the TritonCTS log, the buffer count is a little over 200.
- The floorplan step defined a core boundary enclosing between 150000 and 200000 um^2.
- Most congested layer reported by global routing: met2
* Buffers inserted by post-CTS timing repair: 0
- Yosys top cell area share: 0.770
* Number of search-and-repair iterations in the first detailed-routing pass: 22
- Clock transition at path regs: about 60 ps
- The main area contributors are sky130_fd_sc_hd__edfxtp_1, sky130_fd_sc_hd__a22oi_1, sky130_fd_sc_hd__a221oi_1.
- Counting flops and latches in the post-synthesis netlist gives around 2.1k.
* Chip area line of the yosys report: 80500 um^2
- STA classifies the critical path startpoint as an input port.
* Overall die area: slightly above 200000 um^2
- The placement report lists the number of port buffers as 41.
- List of most frequent post-synthesis cells: sky130_fd_sc_hd__edfxtp_1, sky130_fd_sc_hd__a22oi_1, sky130_fd_sc_hd__a21oi_1, sky130_fd_sc_hd__nor2_1, sky130_fd_sc_hd__a221oi_1
- Worst EP required: between 20000 and 30000 ps
- Measured against the total synthesized area, the mux share comes to 0.0456.
- Xor/xnor share of the synthesized area: 0
- For flop-to-flop paths, the worst setup slack is 25840 ps.
- The pin closest to its max-slew limit shows a slew of roughly 1500 ps.
* F_max: between 0.1 and 0.15 GHz
- The script extracted a total leakage power of 28.4 nW.
- The synthesized instance count is 4779.
- Pins over their slew limit in the final report were tallied at 1.
- Routed via count divided by cell count: between 6 and 7
- Per the hold report, the tightest min-delay path originates at Memory[25][13]$_DFFE_PP_.
- Worst hold slack: 834 ps
- Switching power: about 1.4 mW
- Per the synthesis report, the simple-gate share of the synthesized area is 0.0267.
- In the final layout, the multi-input gates occupy about 17000 um^2.
- For this run, the number of Yosys warnings is 1.
* CP Max Fanout: between 40 and 50
- The power report attributes to the clock group a share of 0.406.
- Reg-to-reg critical path startpoint: Memory[125][15]$_DFFE_PP_
* Largest net degree at the start of global routing: between 90 and 100
- Final Routed Wirelength: 249 mm
- Endpoint arrival time on the critical path: about 10000 ps
- Share of the clock period used by the worst path after layout: 0.338
* Post-synthesis cell type count: approximately 75
* Setup violation total in the final timing report: 0
- Post-synthesis cell type with the largest instance count: sky130_fd_sc_hd__edfxtp_1
- In this run the mean area of a mapped cell was ~17 um^2.
- Prevailing post-synth register cell: sky130_fd_sc_hd__edfxtp_1
- For met3 alone, demand over resource in global routing was 0.197.
- For the worst-skew pair, the clock arrives at the later sink with an insertion delay of roughly 840 ps.
- The number of maximum-capacitance violations recorded for the run is 1.
* Rows: between 150 and 200
- Status: finished, violations left
- The final timing report lists a hold violation count of 0.
* Number of standard cells reported by yosys: roughly 4.8k
* Die X: roughly 450 um
- Share of power burned in combinational logic: 0.061
- Routing resource usage on met1 recorded by global route was 0.324.
- Cell count after placement: between 7k and 8k
* Sw frac: 0.226
- Pin placement for this block handled approximately 42 I/O pins.
- The placement stage leaves a total instance area of about 85000 um^2.
- Global routing usage summed across all routing layers: 0.267
- Accumulated negative setup slack: 0 ps
- Clock sink total: about 2.1k
- Global-route met2 utilization: 0.380
critical path: stages:
cell	delay [ps]
sky130_fd_sc_hd__buf_8	290
sky130_fd_sc_hd__buf_4	640
sky130_fd_sc_hd__buf_4	580
sky130_fd_sc_hd__buf_4	660
sky130_fd_sc_hd__mux2_2	410
sky130_fd_sc_hd__a221o_1	290
sky130_fd_sc_hd__a22oi_1	210
sky130_fd_sc_hd__o22ai_1	140
sky130_fd_sc_hd__o31ai_1	980
sky130_fd_sc_hd__o32ai_1	180
layout make-up:
class                      instances  share of cell area
multi-input combinational       2321               0.184
antenna                            6            0.000165
inverter                          10            0.000509
clock inverter                   100              0.0105
clock buffer                     264              0.0589
timing repair buffer             322              0.0278
tap                             2656              0.0366
sequential                      2064               0.682
kinds of logic after synthesis:
kind of cell           after synthesis
and+or+nand+nor                    479
buffers and inverters              394
DFF                               2064
muxes                              334
AOI/OAI and AO/OA                 1508
routing by layer:
layer  vias to the layer above  part of all wire
met5                         -            0.0039
met4                        27             0.044
met3                       480              0.17
met2                      3233              0.45
met1                     23400              0.33
li1                      20000                 -
cell usage in the layout (no fill, tap or decap), drive strengths merged, types with 16 or more instances in the layout:
cell | netlist | layout
nor2b | 50 | 50
a31oi | 22 | 22
o221ai | 54 | 54
a221oi | 208 | 208
a22o | 22 | 22
nand3 | 18 | 18
o21ai | 181 | 181
clkinv | 2 | 82
a22oi | 397 | 397
a21oi | 254 | 254
buf | 258 | 304
a21o | 19 | 19
nor3 | 26 | 26
clkbuf | 126 | 264
clkdlybuf4s50 | 0 | 18
mux2 | 165 | 165
a211o | 19 | 19
mux2i | 159 | 159
a211oi | 65 | 65
o22ai | 107 | 107
o32ai | 20 | 20
nor2 | 222 | 222
edfxtp | 2064 | 2064
nand2 | 112 | 112
o22a | 16 | 16
through the flow:
step                power, mW  utilization  worst slack, ps
floorplan                3.58            -            20300
global placement         3.77        0.423            18340
detailed placement       3.77        0.423            18320
CTS                      6.28        0.455            19210
global route             6.42        0.455            18890
finish                   6.26        0.455            19010
flip-flops by register name (all words and copies together) (netlist names):
signal    flops
Memory     2048
data_out     16
worst paths after layout:
check,to,cells after the start
worst min register to register,data_out[13]$_DFFE_PP_,4
worst min-delay path,data_out[13]$_DFFE_PP_,4
worst max-delay path,data_out[0]$_DFFE_PP_,10
worst max register to register,data_out[15]$_DFFE_PP_,5
power groups by stage:
stage / Clock [mW] / Combinational [mW] / Sequential [mW]
CTS: 2.57 / 0.373 / 3.34
global route: 2.69 / 0.401 / 3.34
finish: 2.54 / 0.380 / 3.34
Power and IR drop assume default switching activity.
